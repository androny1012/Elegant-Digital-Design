### design.v
module img_driver(
    input       clk,
    input       rst_n,
    output      vs_o,
    output      hs_o,
    output      de_o
);
    parameter   H_SYNC          = 10'd96    ,
                H_BACK_PORCH    = 10'd48    ,
                H_VALID         = 10'd640   ,
                H_FRONT_PORCH   = 10'd16    ,
                H_TOTAL         = 10'd800   ;
    parameter   V_SYNC          = 10'd2     ,
                V_BACK_PORCH    = 10'd33    ,
                V_VALID         = 10'd480   ,
                V_FRONT_PORCH   = 10'd10    ,
                V_TOTAL         = 10'd525   ;
    reg     [9:0]       h_cnt;
    reg     [9:0]       v_cnt;
    always  @(posedge clk or negedge rst_n) begin
        if(!rst_n)
            h_cnt <= 'b0;
        else if (h_cnt == H_TOTAL-1)
            h_cnt <= 'b0;
        else
            h_cnt <= h_cnt + 1;
    end
    always  @(posedge clk or negedge rst_n) begin
        if(!rst_n)
            v_cnt <= 'b0;
        else if (h_cnt == H_TOTAL-1)
        begin
            if (v_cnt == V_TOTAL - 1)
                v_cnt <= 'b0;
            else
                v_cnt <= v_cnt + 1;
        end
    end
    assign hs_o = (h_cnt <= H_SYNC - 1) ? 1'b1 : 1'b0;
    assign vs_o = (v_cnt <= V_SYNC - 1) ? 1'b1 : 1'b0;
    assign de_o =  ((h_cnt >= H_SYNC + H_BACK_PORCH) &&
                    (h_cnt <  H_SYNC + H_BACK_PORCH + H_VALID) &&
                    (v_cnt >= V_SYNC + V_BACK_PORCH) &&
                    (v_cnt <  V_SYNC + V_BACK_PORCH + V_VALID)) ? 1'b1 : 1'b0;
endmodule
### run.sh
#!/bin/bash
# OpenROAD 26Q1-2900-gdf79404cd8, Yosys 0.63+post, stock flow scripts
make -C /OpenROAD-flow-scripts/flow DESIGN_CONFIG=/design/flow/config.mk WORK_HOME=/design/flow/orfs finish
### config.mk
export PLATFORM = sky130hd
export DESIGN_NAME = img_driver
export DESIGN_NICKNAME = img_driver
export VERILOG_FILES = /design/flow/design.v
export SDC_FILE = /design/flow/constraint.sdc
export NUM_CORES = 4
export LEC_CHECK = 1
export CORE_AREA = 10 10 85 85
export DIE_AREA = 0 0 95 95
### constraint.sdc
current_design img_driver

set clk_period 3.7
set clk_io_pct 0.2

create_clock -name clk0 -period $clk_period [get_ports {clk}]

set non_clock_inputs [all_inputs -no_clocks]
set_input_delay [expr $clk_period * $clk_io_pct] -clock clk0 $non_clock_inputs
set_output_delay [expr $clk_period * $clk_io_pct] -clock clk0 [all_outputs]
==> run summary <==
Notes on the flow run.

- By instance count after routing, the leading logic cell types are dfrtp_1 (20), nor2_1 (11), nand2_1 (9), nand3_1 (9).
- The leakage component of the power was reported as 0.540 nW.
- After clock tree synthesis, the repair step resized 0 gates.
- The final timing report gives a worst setup slack of between 0.7 and 0.8 ns.
- The average instance area after synthesis is ~9.6 um2, for reference.
- Once iteration 0 of detailed routing completed, the report listed between 40 and 50 DRC markers.
- The die span in x is around 95 um, for reference.
- The tree is rooted in a clkbuf_8.
- Timing would allow up to around 0.34 GHz.
- The tool warning count is 30, for reference.
- The filler cell count in the final layout is around 600, for reference.
- The cell-mix breakdown from Yosys lists the simple-gate area share as 0.269.
- Nets still carrying antenna violations after routing amount to 0.
- The max-slew check reports its worst relative slack as 0.632.
- The highest supply drop recorded on VDD is 0.130 mV.
- Counting the buffers created by CTS gives 3.
- The detailed-route vias per instance is between 4 and 5, for reference.
- The tightest hold path in the finished design has a slack of between 0.5 and 0.6 ns.
- The most area-hungry cell type in the Yosys netlist is dfrtp_1, for reference.
- In the final timing run, aggregate negative setup slack is 0 ns.
- The global-route wire length before repair is about 3700 um, for reference.
- The adder-cell share of the synthesized area is 0.0630, for reference.
- The post-CTS clock slew at the launch and capture registers of the worst setup and hold paths is ~0.070 ns, for reference.
- The number of global-route vias before repair is between 700 and 800, for reference.
- The data required time at the worst endpoint is just under 3 ns, for reference.
- Of the combinational cells, the family taking the most area is simple AND/OR/NAND/NOR gates.
- The final total power is around 0.36 mW, for reference.
- Once detailed placement completed, the half-perimeter wirelength came to between 1500 and 2000 um.
- The fraction of the yosys area taken by sequential cells is 0.420, for reference.
- The area share of the largest cell type after synthesis is 0.420, for reference.
- The initial antenna violation count was 0.
- The max-cap violation count is 0, for reference.
- The number of cells produced by synthesis is approximately 120, for reference.
- The critical path endpoint category is an output port, for reference.
- The first-pass iteration count of the detailed router is 4, for reference.
- STA puts the critical path data arrival time at 2.17 ns.
- The count of inserted antenna diode cells is 0, for reference.
- Looking at the clock tree report, the H-tree level count equals 1.
- Per the synth log, the flip-flop and latch total comes to 20.
- The worst path needs a little under 3 ns of the cycle, external delays included.
- Max fanout on the critical path was recorded as 5.
- TritonCTS built the clock tree.
- The flow ran to the end, and the final reports show no timing, DRC or antenna violations.
- The global route total overflow is 0, for reference.
- The yosys stat chip area is about 0.0012 mm2, for reference.
- For this block, the via count after detailed routing is between 800 and 900.
- The CTS sink count is 20, for reference.
- Once the clock tree was built, the setup fixing pass inserted 0 buffers.
- The transition at the pin with the smallest max-transition slack is about 0.55 ns, for reference.
- The most common library cell in the layout ignoring fill and taps is dfrtp_1, for reference.
- In the Yosys stats the netlist draws on 38 distinct library cells.
- The quantity of hold-fixing buffers added after cts is 0, for reference.
- The count of cells along the worst hold path is 1, for reference.
- For this design, Yosys synthesis ends with a cell count of roughly 120.
- The count of endpoints failing setup in the final report is 0, for reference.
- The final timing summary puts the cycle share of the worst path at 0.787.
- The chip height is ~95 um, for reference.
- After detailed routing, the number of remaining DRC violations is 0.
- For reference, the final report shows the hold violation count at 0.
- In this run the cell area of the synthesized design comes to around 0.0012 mm2.
- The floorplan die area is ~0.009 mm2, for reference.
- The path depth of the worst reg2reg path is 5, for reference.
- The synthesis-to-layout area growth is 9.34%, for reference.
- The total count of max-transition violations in the final report is 0, for reference.
- Per the detail_route report, routed wire per instance is approximately 11 um.
- Checking hold timing, the worst path is listed with class reg2reg.
- The portion of synthesized area spent on multiplexers is 0.
- The routed design has 2150 um of wire.
- The placer's final routability congestion estimate is 0.829, for reference.
- Of the cells placed in the final design, the portion with a size suffix greater than 1 is 0.0569.
- In this run the count of I/O pins placed on the die edge is 5.
- The clock latency reported for the late side of the worst-skew pair is approximately 0.25 ns, for reference.
- The standard cell core area is approximately 0.0055 mm2, for reference.
- Dividing total power by cell area gives a power density of about 280 mW/mm2.
- The critical path in this run is classified as reg2out.
- Setup repair after global routing left no endpoint under its margin.
- Of the total synthesized cell area, the portion taken by XOR and XNOR cells is 0.0808.
- By area the synthesized netlist is led by dfrtp_1 (42%), ha_1 (6.3%), xor2_1 (5.1%).
- The number of buffers inserted by port buffering is 4, for reference.
- The worst slack after detailed placement is ~1.1 ns, for reference.
- After floorplanning, the core was divided into 27 placement rows.
- Per the synthesis report, the AND-OR/OR-AND share of the synthesized area is 0.0955.
- The total of warnings raised by yosys is 1, for reference.
- Overall routing resource usage recorded by global route was 0.0498.
- The effective utilization at floorplan is 0.218, for reference.
- The largest buffer count on any clock path is 2, for reference.
- The final setup skew is 0.00495 ns, for reference.
- The worst setup path is launched from a register.
- The pin count of the biggest net entering global routing is 21, for reference.
registers in the layout (all words and copies together), names as in the netlist:
| name | flops |
|---|---|
| h_cnt | 10 |
| v_cnt | 10 |
cell usage after synthesis:
cell and instances:
and3b_1 1, o21ai_0 5, buf_6 2, nor3b_1 2
buf_2 2, buf_4 4, dfrtp_1 20, or3_1 1
o211ai_1 1, and2_1 1, a22o_1 1, a311oi_1 1
xor2_1 7, xnor2_1 4, nand3_1 9, clkbuf_2 1
a41oi_1 1, nand4_2 1, inv_1 5, o21a_1 1
and3_1 2, ha_1 6, and4_1 2, nor3_1 7
o41ai_1 1, nand4b_1 1, nand4_1 3, nor4_1 1
nand2_1 9, nor2_1 11, a31oi_1 1, a21oi_1 3
o31a_1 1, or4_1 2, nor4b_4 1, a2111oi_0 1
nor2b_1 1, and3_2 1
area by class of cell:
class                      instances  area, um2  area share
clock buffer                       3       41.3      0.0317
inverter                           5       18.8      0.0144
multi-input combinational         90        606       0.464
sequential                        20        500       0.384
tap                               72       90.1      0.0691
timing repair buffer               5       47.5      0.0365
routing by layer:
layer	GRT usage	vias up	part of all wire
met5	0	-	0
met4	0.00998	0	0.025
met3	0.00801	2	0.028
met2	0.0801	11	0.47
met1	0.0697	411	0.48
li1	-	434	-
power breakdown:
group	internal, mW	total [mW]	switching [mW]
Combinational	0.00162	0.00580	0.00418
Sequential	0.218	0.218	0
Clock	0.0723	0.139	0.0670
cell families (layout without fill, tap and decap cells):
logic type / count (synthesis) / count (layout)
DFF: 20 / 20
AOI/OAI and AO/OA: 17 / 17
and+or+nand+nor: 56 / 56
buffers and inverters: 14 / 13
xor gates and xnor gates: 11 / 11
adders and majority gates: 6 / 6
worst paths after layout:
| check | from | end | slack (ns) |
|---|---|---|---|
| max | v_cnt[7] | de_o | 0.79 |
| min | v_cnt[6] | v_cnt[6] | 0.51 |
| max reg2reg | h_cnt[0] | v_cnt[4] | 1.87 |
| min reg2reg | v_cnt[6] | v_cnt[6] | 0.51 |
| max in group asynchronous | rst_n | h_cnt[7] | 2.67 |
| min in group asynchronous | rst_n | h_cnt[1] | 0.82 |
through the flow:
stage / area, um2 / utilization / instances
floorplan: 1190 / - / 124
global route: 1300 / 0.238 / 195
finish: 1300 / 0.238 / 195
global placement: 1260 / 0.231 / 192
detailed placement: 1260 / 0.231 / 192
CTS: 1300 / 0.238 / 195
worst max-delay path, cell delays in order, from the launching register on:
cell,delay (ns)
dfrtp_1,0.43
nor4_1,0.54
a41oi_1,0.21
a311oi_1,0.22
clkdlybuf4s50_1,0.51
No activity file was given, so power comes from the tool's default toggle rates.
