File: flow/config.mk
export PLATFORM = sky130hd
export DESIGN_NAME = img_pro_top
export DESIGN_NICKNAME = img_pro_top
export VERILOG_FILES = /design/flow/design.v
export SDC_FILE = /design/flow/constraint.sdc
export NUM_CORES = 4
export LEC_CHECK = 1
export CORE_UTILIZATION = 50
File: flow/constraint.sdc
current_design img_pro_top

set clk_period 4.2
set clk_io_pct 0.2

create_clock -name clk0 -period $clk_period [get_ports {clk}]

set non_clock_inputs [all_inputs -no_clocks]
set_input_delay [expr $clk_period * $clk_io_pct] -clock clk0 $non_clock_inputs
set_output_delay [expr $clk_period * $clk_io_pct] -clock clk0 [all_outputs]
File: flow/design.v
module  img_pro_top(
    input                   clk         ,
    input                   rst_n       ,
    input                   vs_i        ,
    input                   hs_i        ,
    input                   de_i        ,
    input           [23:0]  data_i      ,
    output                  vs_o        ,
    output                  hs_o        ,
    output                  de_o        ,
    output          [23:0]  data_o
);
    img_rect  u_img_rect(
        .clk        (clk        ) ,
        .rst_n      (rst_n      ) ,
        .vs_i       (vs_i       ) ,
        .hs_i       (hs_i       ) ,
        .de_i       (de_i       ) ,
        .data_i     (data_i     ) ,
        .rect_color (24'hFF00FF ) ,
        .rect_x1    (11'd100    ) ,
        .rect_y1    (11'd100    ) ,
        .rect_x2    (11'd400    ) ,
        .rect_y2    (11'd400    ) ,
        .vs_o       (vs_o       ) ,
        .hs_o       (hs_o       ) ,
        .de_o       (de_o       ) ,
        .data_o     (data_o     )
    );
endmodule
module  img_rect(
    input                   clk         ,
    input                   rst_n       ,
    input                   vs_i        ,
    input                   hs_i        ,
    input                   de_i        ,
    input           [23:0]  data_i      ,
    input           [23:0]  rect_color  ,
    input           [10:0]  rect_x1     ,
    input           [10:0]  rect_y1     ,
    input           [10:0]  rect_x2     ,
    input           [10:0]  rect_y2     ,
    output                  vs_o        ,
    output                  hs_o        ,
    output                  de_o        ,
    output          [23:0]  data_o
);
    parameter   IMG_W           = 640;
    reg     [10:0]  row_cnt     ;
    reg     [10:0]  col_cnt     ;
    reg     [23:0]  data_o_reg  ;
    wire    [10:0]  rect_width  ;
    assign rect_width = 11'd5;
    reg     vs_reg;
    reg     hs_reg;
    reg     de_reg;
    always  @(posedge clk or negedge rst_n) begin
        if(!rst_n)
            col_cnt <= 'd0;
        else if(hs_i == 1'b1)
            col_cnt <= 'd0;
        else if(de_i == 1'b1)
            col_cnt <= col_cnt + 1'b1;
    end
    always  @(posedge clk or negedge rst_n) begin
        if(!rst_n)
            row_cnt <= 'd0;
        else if(vs_i == 1'b1)
            row_cnt <= 'd0;
        else if(col_cnt == (IMG_W - 1) && de_i == 1'b1)
            row_cnt <= row_cnt + 1'b1;
    end
    always  @(posedge clk or negedge rst_n) begin
        if(!rst_n)
            data_o_reg <= 12'h0;
        else if(col_cnt >= rect_x1 && col_cnt < rect_x1 + rect_width && row_cnt >= rect_y1 && row_cnt <= rect_y2)
            data_o_reg <= rect_color;
        else if(col_cnt >= rect_x2 && col_cnt < rect_x2 + rect_width && row_cnt >= rect_y1 && row_cnt < rect_y2 + rect_width)
            data_o_reg <= rect_color;
        else if(row_cnt >= rect_y1 && row_cnt < rect_y1 + rect_width && col_cnt >= rect_x1 && col_cnt <= rect_x2)
            data_o_reg <= rect_color;
        else if(row_cnt >= rect_y2 && row_cnt < rect_y2 + rect_width && col_cnt >= rect_x1 && col_cnt <= rect_x2)
            data_o_reg <= rect_color;
        else
            data_o_reg <= data_i;
    end
    always  @(posedge clk or negedge rst_n) begin
        if(!rst_n) begin
            vs_reg <= 1'b0;
            hs_reg <= 1'b0;
            de_reg <= 1'b0;        
        end else begin
            vs_reg <= vs_i;
            hs_reg <= hs_i;
            de_reg <= de_i; 
        end
    end
    assign vs_o = vs_reg;
    assign hs_o = hs_reg;
    assign de_o = de_reg;
    assign data_o = data_o_reg;
endmodule
File: flow/run.sh
#!/bin/bash
# OpenROAD 26Q1-2900-gdf79404cd8, Yosys 0.63+post, stock flow scripts
make -C /OpenROAD-flow-scripts/flow DESIGN_CONFIG=/design/flow/config.mk WORK_HOME=/design/flow/orfs finish
==> impl_report.txt <==
==== FLOW RESULTS ====
----------------------------------------------------
[Setup path]
  Critical-path top delay cell ........................ sky130_fd_sc_hd__clkdlybuf4s50_1
  Worst stage delay on the critical path ........................ 620 ps
  Data required time of the worst path ........................ around 4400 ps
  Signal arrival time at the worst endpoint ........................ between 2000 and 3000 ps
  CP endpoint kind ........................ register
  Most common cell type on the critical path ........................ sky130_fd_sc_hd__nand4_1
  Startpoint type of the worst setup path ........................ input pin
  Slack of the worst reg-to-reg path ........................ 1870 ps
  Class of the most critical setup path ........................ input pin to register
  Buf/Inv on CP ........................ 1
  Kind of cell adding the most delay to the critical path ........................ simple AND/OR/NAND/NOR gates
  Critical Path Fanout Max ........................ 7
  Crit path cell chain ........................ clkdlybuf4s50_1, nand4_1, nor4_4, nand4_1, xor2_1, nor2_1

[Clock tree]
  Root buffer cell ........................ sky130_fd_sc_hd__clkbuf_8
  Post-CTS Repair Setup Buffers ........................ 0
  Clock transition at the registers of the reported paths ........................ around 80 ps
  H-tree levels ........................ 2
  Insertion delay to the later sink of the worst-skew pair ........................ 290 ps
  Cts bufs inserted ........................ 5
  Clock tree from TritonCTS ........................ built
  Hold-fix buffers at CTS ........................ 0
  Cells resized by post-CTS repair ........................ 0
  Max Buffers Root-to-Sink ........................ 2
  CTS Sinks ........................ just under 50

[Cells and area]
  Final design area excluding fillers ........................ about 0.0029 mm2
  Number of flip-flops under the largest register name ........................ 24
  Fraction of final layout cells sized beyond drive strength 1 ........................ under 10%
  Relative area change from synthesis to final layout ........................ 30.30%
  Most instantiated logic cells after routing ........................ sky130_fd_sc_hd__clkdlybuf4s50_1 (54), sky130_fd_sc_hd__dfrtp_1 (49), sky130_fd_sc_hd__nor2_1 (27)
  Number of fillers in the final layout ........................ 280
  Most frequent standard cell in the layout excluding fill and tap cells ........................ sky130_fd_sc_hd__clkdlybuf4s50_1

[Synth]
  Post-Synthesis Cell Area ........................ roughly 0.0022 mm2
  Synth Seq Share ........................ between 50% and 60%
  Fa+ha+maj area frac ........................ under 10%
  Synthesized instance count ........................ 200
  # Cells Yosys ........................ roughly 200
  Synthesis-stage register bit count ........................ between 40 and 50
  Number of warnings printed during yosys synthesis ........................ 1
  Logic family by area ........................ simple AND/OR/NAND/NOR gates
  Multiplexer share of the synthesized area ........................ less than 1%
  Area share of the largest cell type after synthesis ........................ 54.99%
  Synth area leaders ........................ sky130_fd_sc_hd__dfrtp_1 (55%), sky130_fd_sc_hd__xor2_1 (5.1%), sky130_fd_sc_hd__nor2_1 (4.5%)
  Post-synthesis cell type count ........................ 39
  Total cell area reported by yosys after synthesis ........................ 0.002230 mm2
  Simple Share, Synth ........................ 24.41%
  XOR Share, Synth ........................ about 7.9%
  Area share of and-or/or-and cells after synthesis ........................ approximately 5.7%
  Cell type with the largest total area after synthesis ........................ sky130_fd_sc_hd__dfrtp_1
  Mean Syn Cell Area ........................ between 10 and 15 um2

[Placement]
  Final GP Congestion ........................ 0.9034
  Count of input and output buffers ........................ between 50 and 60
  Instance area after placement ........................ about 0.0028 mm2
  HPWL after detailed placement ........................ 2977 um

[STA]
  Worst-case headroom to the max-slew limit ........................ 40.30%
  Least-Margin Pin Slew ........................ about 890 ps
  Clock Skew ........................ 6.348 ps
  Final Critical Period ........................ roughly 2300 ps
  Number of setup violations in the final report ........................ 0
  Final count of pins violating max slew ........................ 0
  Unrepaired setup endpoints after global routing ........................ no
  Final hold viol count ........................ 0
  Setup TNS ........................ 0 ps
  Post-route worst hold slack ........................ about 480 ps
  Max Clock Freq ........................ ~430 MHz
  Post-layout period usage of the worst path ........................ 55.82%

[Job]
  Number of warnings in the stage logs ........................ 28
  Max-Cap Viols ........................ 0

[Global routing]
  Pin count of the biggest net entering global routing ........................ 30
  Total overflow reported by the global router ........................ 0
  Initial antenna violation count ........................ 0
  Via count of the first global-routing pass ........................ 1578
  Overall fraction of global-route tracks in use ........................ approximately a fifth
  Wire length of the first global-routing pass ........................ about 6800 um

[Hold path]
  Hold Path Class ........................ input pin to async pin

[Route]
  Violation tally from detailed-route iteration zero ........................ 113
  Post-DR vias/cell ........................ roughly 5.3
  Final routed DRC violation total ........................ 0
  Ant diodes ........................ 0
  DR vias ........................ 1613
  Remaining number of nets flagged by the antenna check after routing ........................ 0
  Routed wire per std cell ........................ ~13 um
  Total wire length after detailed routing ........................ 4080 um
  Router iterations before antenna repair ........................ 4

[Status]
  Result of the run ........................ complete, no violations

[Floorplan]
  Die X-Extent ........................ 68.78 um
  Core Area ........................ 0.004144 mm2
  Number of ports placed on the die boundary ........................ 56
  Initial core utilization ........................ between 50% and 60%
  Number of placement rows ........................ 23
  Die span in y ........................ 68.78 um
  Area of the die ........................ 0.004730 mm2

[Power and ir drop]
  VDD IR max ........................ 0.2343 mV
  Standby leakage power ........................ around 1.3 nW
  Power density over the cells ........................ roughly 310 mW/mm2

----------------------------------------------------
final cells by class:
| cell class | instances | area, um2 | share of cell area (%) |
|---|---|---|---|
| Clock buffer | 6 | 82.58 | 2.842 |
| Timing Repair Buffer | 56 | 553.0 | 19.04 |
| Tap cell | 50 | 62.56 | 2.153 |
| Multi-Input combinational cell | 136 | 917.1 | 31.57 |
| Inverter | 7 | 26.28 | 0.9044 |
| Clock inverter | 2 | 37.54 | 1.292 |
| Sequential cell | 49 | 1226 | 42.21 |
synth_stat cells:
master and n:
sky130_fd_sc_hd__nand2b_1 16, sky130_fd_sc_hd__and3_1 2, sky130_fd_sc_hd__xor2_1 13, sky130_fd_sc_hd__a31oi_1 1, sky130_fd_sc_hd__and3_2 2, sky130_fd_sc_hd__or4b_4 1, sky130_fd_sc_hd__a311oi_2 1, sky130_fd_sc_hd__o22ai_1 1
sky130_fd_sc_hd__o211a_1 1, sky130_fd_sc_hd__buf_4 2, sky130_fd_sc_hd__ha_1 4, sky130_fd_sc_hd__o311ai_1 3, sky130_fd_sc_hd__dfrtp_1 49, sky130_fd_sc_hd__nor4_4 1, sky130_fd_sc_hd__nand2_2 1, sky130_fd_sc_hd__nand2_1 8
sky130_fd_sc_hd__a21oi_1 2, sky130_fd_sc_hd__nand4b_1 1, sky130_fd_sc_hd__nor4_1 3, sky130_fd_sc_hd__o311ai_0 1, sky130_fd_sc_hd__nor3_4 1, sky130_fd_sc_hd__dlygate4sd3_1 1, sky130_fd_sc_hd__nor4_2 1, sky130_fd_sc_hd__clkbuf_1 2
sky130_fd_sc_hd__a211oi_4 1, sky130_fd_sc_hd__nor3_1 6, sky130_fd_sc_hd__and4bb_1 1, sky130_fd_sc_hd__mux2i_1 2, sky130_fd_sc_hd__and2b_2 1, sky130_fd_sc_hd__nand3_1 6, sky130_fd_sc_hd__o211ai_1 2, sky130_fd_sc_hd__nor2_1 27
sky130_fd_sc_hd__o21ai_0 2, sky130_fd_sc_hd__nand4_1 8, sky130_fd_sc_hd__and2_1 9, sky130_fd_sc_hd__buf_2 1, sky130_fd_sc_hd__xnor2_1 7, sky130_fd_sc_hd__buf_6 2, sky130_fd_sc_hd__inv_1 7
worst reg2reg max path, stage by stage (launching register included):
cell and delay [ps]:
sky130_fd_sc_hd__dfrtp_1 500, sky130_fd_sc_hd__inv_1 80, sky130_fd_sc_hd__ha_1 210, sky130_fd_sc_hd__a311oi_2 280, sky130_fd_sc_hd__o22ai_1 150, sky130_fd_sc_hd__a211oi_4 800, sky130_fd_sc_hd__and2_1 240
cells by family after synthesis:
logic type                 after synthesis
AOI/OAI and AO/OA                       15
muxes                                    2
DFF                                     49
and+or+nand+nor                         95
adders and majority gates                4
buffers and inverters                   15
xor gates and xnor gates                20
path summary, 6_finish.rpt:
path / startpoint / to / cells after the start
worst max-delay path: de_i / u_img_rect.row_cnt[9]$_DFFE_PN0P_ / 6
worst min-delay path: rst_n / u_img_rect.col_cnt[8]$_DFFE_PN0P_ / 1
worst max register to register: u_img_rect.col_cnt[0]$_DFFE_PN0P_ / u_img_rect.data_o_reg[14]$_DFF_PN0_ / 6
worst min register to register: u_img_rect.row_cnt[10]$_DFFE_PN0P_ / u_img_rect.row_cnt[10]$_DFFE_PN0P_ / 2
max in group asynchronous: rst_n / u_img_rect.col_cnt[1]$_DFFE_PN0P_ / 2
min in group clk0: u_img_rect.row_cnt[10]$_DFFE_PN0P_ / u_img_rect.row_cnt[10]$_DFFE_PN0P_ / 2
routing by layer:
metal / GRT usage (%) / up-vias / wire length, um
met2: 30.27 / 69 / 1829
met1: 29.27 / 756 / 1798
li1: - / 781 / -
met3: 7.500 / 7 / 418
met4: 3.061 / 0 / 34
met5: 0 / - / 0
report_power, final:
group | leakage, nW | internal [mW] | total, mW | switching (mW)
clock | 0.0574 | 0.194 | 0.343 | 0.149
combinational | 0.594 | 0.0534 | 0.0768 | 0.0235
sequential | 0.621 | 0.486 | 0.494 | 0.00790
total | 1.27 | 0.733 | 0.913 | 0.180
per-stage QoR:
step / power (mW) / worst slack (ps) / util (%) / cells
3_3_place_gp: 0.5802 / 1617 / 67.21 / 298
3_5_place_dp: 0.5820 / 1569 / 67.21 / 298
5_1_grt: 0.9577 / 1677 / 70.11 / 306
4_1_cts: 0.9259 / 1868 / 70.11 / 306
6_report: 0.9135 / 1856 / 70.11 / 306
2_1_floorplan: 0.5178 / 2259 / - / 200
Power figures rest on the tool's default switching activity, not on a simulated workload.
